## flow/run.sh

```bash
#!/bin/bash
# OpenROAD 26Q1-2900-gdf79404cd8, Yosys 0.63+post, stock flow scripts
make -C /OpenROAD-flow-scripts/flow DESIGN_CONFIG=/design/flow/config.mk WORK_HOME=/design/flow/orfs finish
```

## flow/config.mk

```make
export PLATFORM = sky130hd
export DESIGN_NAME = mux
export DESIGN_NICKNAME = mux
export VERILOG_FILES = /design/flow/design.v
export SDC_FILE = /design/flow/constraint.sdc
export NUM_CORES = 4
export LEC_CHECK = 1
export CORE_AREA = 10 10 78 78
export DIE_AREA = 0 0 88 88
```

## flow/constraint.sdc

```tcl
current_design mux

set clk_period 3.2
set clk_io_pct 0.2

create_clock -name clk0 -period $clk_period

set non_clock_inputs [all_inputs -no_clocks]
set_input_delay [expr $clk_period * $clk_io_pct] -clock clk0 $non_clock_inputs
set_output_delay [expr $clk_period * $clk_io_pct] -clock clk0 [all_outputs]
```

## flow/design.v

```verilog
module mux(sel,inp0, inp1, inp2, inp3, inp4, inp5, inp6, inp7, inp8, 
           inp9, inp10, inp11, inp12, inp13, inp14, inp15, inp16, inp17,
           inp18, inp19, inp20, inp21, inp22, inp23, inp24, inp25, inp26,
           inp27, inp28, inp29, inp30, out);
  input [4:0] sel;
  input [1:0] inp0, inp1, inp2, inp3, inp4, inp5, inp6,
            inp7, inp8, inp9, inp10, inp11, inp12, inp13, 
            inp14, inp15, inp16, inp17, inp18, inp19, inp20,
            inp21, inp22, inp23, inp24, inp25, inp26,
            inp27, inp28, inp29, inp30;
  output [1:0] out;
  reg [1:0] out;
  always @(sel or inp0  or inp1 or  inp2 or inp3 or inp4 or inp5 or inp6 or
            inp7 or inp8 or inp9 or inp10 or inp11 or inp12 or inp13 or 
            inp14 or inp15 or inp16 or inp17 or inp18 or inp19 or inp20 or
            inp21 or inp22 or inp23 or inp24 or inp25 or inp26 or inp27 or 
            inp28 or inp29 or inp30 )
  begin
    case(sel)
      5'b00000: out = inp0;  
      5'b00001: out = inp1;  
      5'b00010: out = inp2;  
      5'b00011: out = inp3;  
      5'b00100: out = inp4;  
      5'b00101: out = inp5;  
      5'b00110: out = inp6;  
      5'b00111: out = inp7;  
      5'b01000: out = inp8;  
      5'b01001: out = inp9;  
      5'b01010: out = inp10;
      5'b01011: out = inp11;
      5'b01100: out = inp12;  
      5'b01101: out = inp13;
      5'b01110: out = inp14;
      5'b01111: out = inp15;
      5'b10000: out = inp16;
      5'b10001: out = inp17;
      5'b10010: out = inp18;
      5'b10011: out = inp19;
      5'b10100: out = inp20;
      5'b10101: out = inp21;
      5'b10110: out = inp22;
      5'b10111: out = inp23;
      5'b11000: out = inp24;
      5'b11001: out = inp25;
      5'b11010: out = inp26;
      5'b11011: out = inp27;
      5'b11100: out = inp28;
      5'b11101: out = inp29;
      5'b11110: out = inp30;  
      default: out = 0;
    endcase
  end
endmodule 
```

==> results.ini <==
[worst_setup_path]
worstSetupStartpointType=input port
cp_common_cell=buf_4
arrival_ps=2460
worstPathRequired_ps=2560
cp_slowest_cell=or4_1
cp_num_buf_inv=5
path_max_fanout=12
worstPathCellList=clkdlybuf4s15_1 -> buf_12 -> buf_4 -> nor2b_4 -> buf_4 -> a32oi_2 -> o22ai_1 -> o2bb2ai_1 -> or4_1 -> dlygate4sd2_1
cpPeakStageDelay_ps=410
cpLargestDelayFamily=buffers and inverters
critPathCaptureType=output port
critical_path_class=input port to output port

[finish]
flops=0
seq_area_um2=0
fillers=456
syn_to_final_growth_pct=132.5
final_cells=233
layout-drive-gt1-share=0.2044
mostFrequentLayoutCell=clkdlybuf4s50_1
final_cell_mix=clkdlybuf4s50_1, buf_4, mux2i_1, nor2b_1, nor2_1
combGateArea_um2=650.6
clkbuf_count=0

[power_and_ir_drop]
p_comb_frac=1.000
swShare=0.3254
intPower_mw=0.1292
pwr-share-clk=0
power_density_nw_per_um2=118.2
switching_power_mw=0.06230
p_leak_nw=0.6382
vdd_ir_drop_max_uv=27.64
seqPwrFrac=0

[floorplan]
dieArea_um2=7744
die_h_um=88
die_x_um=88
rows=24
ios=69
core-area_um2=4414
initial_utilization=0.1579

[final_timing]
slew_headroom=0.7692
post-route-period-util=0.9673
setup_viol=0
layout_min_cycle_time_ps=3095
worstMarginPinSlew_ps=345.0
report.final.slew_viol_count=0
finalSetupTns_ps=0
rsz0062_at_grt=no
final_hold_viol_count=0
max_freq_ghz=0.3231

[drt]
ant_nets=0
viasPerCell=4.657
routed_wl_um=3720
dr_total_vias=1085
avgRoutedWirePerCell_um=15.97
drc=0
drt_iter0_drc=35
drtPass1Iterations=4
n_antenna_cell=0

[synthesis]
syn_area_um2=696.9
syn_avg_cell_area_um2=7.260
ys_area_um2=696.9
synthCells=96
yosysCellCount=96
ys_seq_share=0
synth_cell_types=41
yosys_warnings=1

[global_route]
gr-total-overflow=0
antenna_found_initial=0
grt_pass1_wl_um=5609
grt_max_degree=16
grtUsageTotal=0.08871
grt_pass1_vias=1130

[placed_design]
dp.cells=230
gp_congestion=0.8271
hpwl_um=3182
io_buffers=69

[job]
max_cap_viol_count=0
warnings=32

[outcome]
status=finished clean

[cts]
cts_hold_buf=0

[min_path]
min_path_type=input port to output port

[through the flow]
stage	setup WS [ps]	hold slack (ps)	cell area [µm²]	power, mW	utilization
global route	34.40	2000	1620	0.2072	0.3671
floorplan	821.2	1503	696.9	0.06589	-
finish	104.5	1936	1620	0.1915	0.3671
CTS	25.48	2215	1594	0.1905	0.3611
global placement	-348.1	2518	1582	0.1910	0.3583
detailed placement	-376.8	2527	1582	0.1902	0.3583
[path summary, 6_finish.rpt]
kind | from | end | slack, ps | cells after the start
min | sel[3] | out[1] | 1940 | 5
max | sel[1] | out[0] | 100 | 10
[logic make-up after synthesis]
| group | share of synthesized area |
|---|---|
| AND/OR/NAND/NOR | 0.3232 |
| AND-OR/OR-AND | 0.3357 |
| multiplexers | 0.2549 |
| buffers and inverters | 0.08618 |
[power groups by stage]
| stage | Clock (mW) | Combinational, mW | Sequential [mW] |
|---|---|---|---|
| 5_1_grt | 0 | 0.207 | 0 |
| 6_report | 0 | 0.191 | 0 |
| 4_1_cts | 0 | 0.190 | 0 |
[what timing repair did]
action	in CTS	in global routing
endpoints found under the setup margin	2	1
buffers inserted	0	3
gates resized	11	5
[synth_stat cells, drive strengths merged (2+ instances only)]
master / instances / area [µm²]
or3: 2 / 12.51
mux2i: 11 / 110.1
nor2: 6 / 22.52
nor3b: 2 / 15.01
o22ai: 2 / 12.51
nand2: 3 / 11.26
nor3: 3 / 15.01
clkbuf: 2 / 7.510
nand3: 4 / 20.02
o21ai: 6 / 30.02
or4: 2 / 15.01
a22o: 2 / 17.52
nor2b: 7 / 51.30
mux2: 4 / 45.04
a31oi: 5 / 31.28
a21oi: 4 / 20.02
nor4bb: 2 / 20.02
buf: 8 / 48.80
a32oi: 3 / 26.28
[per-layer routing]
layer  GRT usage  wire (µm)  vias to the layer above  part of all wire
met3     0.02993        345                        0             0.093
met5           0          0                        -                 0
met2      0.1481       1706                       43              0.46
met4           0          0                        0                 0
li1            -          -                      568                 -
met1      0.1150       1669                      474              0.45
[area by class of cell]
type | instances | share of cell area
inverters | 1 | 0.002317
multi-input cells | 85 | 0.4015
well taps | 52 | 0.04015
repair buffers | 95 | 0.5560
[worst min-delay path, stage by stage]
cell	delay, ps
clkbuf_2	180
buf_4	210
o22ai_1	100
o2111ai_1	70
dlymetal6s2s_1	100
Power and IR drop assume default switching activity.
