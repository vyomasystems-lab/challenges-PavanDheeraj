--- flow/constraint.sdc ---
current_design stack

set clk_period 5.0
set clk_io_pct 0.2

create_clock -name clk0 -period $clk_period [get_ports {clk}]

set non_clock_inputs [all_inputs -no_clocks]
set_input_delay [expr $clk_period * $clk_io_pct] -clock clk0 $non_clock_inputs
set_output_delay [expr $clk_period * $clk_io_pct] -clock clk0 [all_outputs]
--- flow/run.sh ---
#!/bin/bash
# OpenROAD 26Q1-2900-gdf79404cd8, Yosys 0.63+post, stock flow scripts
make -C /OpenROAD-flow-scripts/flow DESIGN_CONFIG=/design/flow/config.mk WORK_HOME=/design/flow/orfs finish
--- flow/config.mk ---
export PLATFORM = sky130hd
export DESIGN_NAME = stack
export DESIGN_NICKNAME = stack
export VERILOG_FILES = /design/flow/design.v
export SDC_FILE = /design/flow/constraint.sdc
export NUM_CORES = 4
export LEC_CHECK = 1
export CORE_UTILIZATION = 30
--- flow/design.v ---
module stack(full, empty, d_out, top_of_stack, push, pop, d_in, clk, rst_n);
parameter data_bus_width = 8;
parameter address_bus_width = 4;
parameter depth = 1<<address_bus_width;
input clk,rst_n,push,pop;
input [data_bus_width-1:0] d_in;
output [address_bus_width-1:0] top_of_stack;
output full,empty;
output reg [data_bus_width-1:0] d_out;
reg [address_bus_width-1:0] ptr;
reg [data_bus_width-1:0] mem[0:depth-1];
assign top_of_stack=ptr;
assign full = (ptr==depth-1)? 1'b1: 1'b0;
assign empty = ~(|ptr);
always@(posedge clk or negedge rst_n)
begin
if(~rst_n)
	ptr<=0;
else if(push & ~full) begin
	mem[ptr]<=d_in;
	ptr<=ptr+1;
	end
else if(pop & ~empty) begin
	d_out<=mem[ptr-1];
	ptr<=ptr-1;
	end
end
endmodule
==> run_summary.xml <==
<?xml version="1.0" encoding="UTF-8"?>
<metrics>
  <group name="global_routing">
    <metric name="grt_antenna_before_repair" unit="">1</metric>
    <metric name="maximum_number_of_pins_on_one_net_before_global_route_repair" unit="">45</metric>
    <metric name="grt_pass1_vias" unit="">5115</metric>
    <metric name="global_route_wire_length_before_repair" unit="µm">30600</metric>
    <metric name="globalRoute.totalOverflow" unit="">0</metric>
    <metric name="gr-usage-all-layers" unit="%">18.5</metric>
  </group>
  <group name="drt">
    <metric name="drt-wirelength-per-cell" unit="µm">22.8</metric>
    <metric name="route.antenna.diode_count" unit="">0</metric>
    <metric name="drtIter0Drc" unit="">764</metric>
    <metric name="number_of_vias_after_detailed_routing" unit="">5207</metric>
    <metric name="drc" unit="">0</metric>
    <metric name="drt-pass1-iter-count" unit="">25</metric>
    <metric name="routed_wirelength" unit="µm">20000</metric>
    <metric name="route.antenna.remaining_nets" unit="">0</metric>
    <metric name="detail_routed_via_count_per_cell" unit="">5.94</metric>
  </group>
  <group name="cts">
    <metric name="clock_tree.root_cell" unit="">sky130_fd_sc_hd__clkbuf_16</metric>
    <metric name="cts-buffers-inserted" unit="">17</metric>
    <metric name="clk_latency" unit="ps">420</metric>
    <metric name="cts_tree" unit="">built</metric>
    <metric name="clock_transition_time_at_the_flip_flop_clock_pins_of_the_worst_setup_and_hold_paths" unit="ps">60</metric>
    <metric name="cts-root-to-sink-buffers" unit="">2</metric>
    <metric name="h-tree-depth" unit="">4</metric>
    <metric name="cts.repair_timing.setup_buffer_count" unit="">0</metric>
    <metric name="hold_buffers" unit="">0</metric>
    <metric name="ctsResizeCount" unit="">0</metric>
    <metric name="cts.sinks" unit="">140</metric>
  </group>
  <group name="synthesis">
    <metric name="post_synth.cell_area_avg" unit="µm²">12.2</metric>
    <metric name="ys.flop_type" unit="">sky130_fd_sc_hd__edfxtp_1</metric>
    <metric name="synth_warnings" unit="">2</metric>
    <metric name="synthesis.area" unit="µm²">6750</metric>
    <metric name="yosysSeqAreaShare" unit="%">62.0</metric>
    <metric name="ys_seq_elements" unit="">140</metric>
    <metric name="synth.yosys.chip_area" unit="µm²">6750</metric>
    <metric name="synth_cell_type_count" unit="">66</metric>
    <metric name="yosysCellCount" unit="">552</metric>
    <metric name="asyncSetResetFlopFracSynth" unit="%">2.86</metric>
    <metric name="syn_inst" unit="">552</metric>
    <metric name="edf_count" unit="">136</metric>
  </group>
  <group name="run_status">
    <metric name="outcome" unit="">finished clean</metric>
  </group>
  <group name="job">
    <metric name="max-cap-violations" unit="">0</metric>
    <metric name="tool_warnings" unit="">30</metric>
  </group>
  <group name="finish">
    <metric name="n_fill_cell" unit="">2055</metric>
    <metric name="register_area" unit="µm²">4180</metric>
    <metric name="layout_top_cell" unit="">sky130_fd_sc_hd__edfxtp_1</metric>
    <metric name="instances_no_fill" unit="">877</metric>
    <metric name="fraction_of_layout_cells_with_a_size_suffix_above_1" unit="%">11.9</metric>
    <metric name="mi_logic_area" unit="µm²">2360</metric>
    <metric name="area.growth.synth_to_final" unit="%">17.5</metric>
    <metric name="final_design_area_no_fill" unit="µm²">7930</metric>
    <metric name="mostFrequentLayoutCells" unit="">sky130_fd_sc_hd__edfxtp_1 (136), sky130_fd_sc_hd__nand2_1 (52), sky130_fd_sc_hd__nor2_1 (31), sky130_fd_sc_hd__a22oi_1 (28), sky130_fd_sc_hd__nand3_1 (26)</metric>
  </group>
  <group name="floorplanning">
    <metric name="die-width" unit="µm">152</metric>
    <metric name="floorplanUtilization" unit="%">30.7</metric>
    <metric name="die_h" unit="µm">152</metric>
    <metric name="fp-row-count" unit="">54</metric>
    <metric name="die_area" unit="µm²">23100</metric>
    <metric name="floorplan.core_area" unit="µm²">22000</metric>
    <metric name="io-pin-count" unit="">26</metric>
  </group>
  <group name="setup_path">
    <metric name="critPathCaptureType" unit="">flip-flop</metric>
    <metric name="worst-endpoint-required" unit="ps">5150</metric>
    <metric name="critPathMaxFanout" unit="">35</metric>
    <metric name="cp.arrival" unit="ps">3730</metric>
    <metric name="crit_path_start_kind" unit="">flip-flop</metric>
    <metric name="worst-setup-path-type" unit="">flip-flop to flip-flop</metric>
  </group>
  <group name="placement">
    <metric name="place.detailed.hpwl" unit="µm">13400</metric>
    <metric name="numPlacedInstances" unit="">845</metric>
    <metric name="placedInstanceArea" unit="µm²">7350</metric>
    <metric name="numPortBuffers" unit="">25</metric>
    <metric name="gpl.final_weighted_congestion" unit="">0.994</metric>
    <metric name="dpl_worst_slack" unit="ps">1520</metric>
  </group>
  <group name="sta">
    <metric name="worst_slack" unit="ps">1420</metric>
    <metric name="timing.final.setup_violations" unit="">0</metric>
    <metric name="timing.slew.headroom" unit="%">27.7</metric>
    <metric name="report.final.slew_viol_count" unit="">0</metric>
    <metric name="measured_slew_at_the_worst_slew_check_pin" unit="ps">1080</metric>
    <metric name="grt_setup_unrepaired" unit="">false</metric>
    <metric name="achievable-frequency" unit="MHz">279</metric>
    <metric name="timing.final.hold_violations" unit="">0</metric>
    <metric name="timing.clock.skew" unit="ps">7.48</metric>
    <metric name="tns" unit="ps">0</metric>
    <metric name="min_period_over_period" unit="%">71.6</metric>
    <metric name="period_minus_slack" unit="ps">3580</metric>
  </group>
  <group name="power">
    <metric name="sw_frac_of_total" unit="%">39.6</metric>
    <metric name="power.ir.vdd_worst" unit="mV">0.326</metric>
    <metric name="p_sw" unit="W">0.00185</metric>
    <metric name="power_report.internal_total" unit="W">0.00282</metric>
    <metric name="pwr_density_cell" unit="nW/µm²">588</metric>
    <metric name="pwr-share-seq" unit="%">31.4</metric>
    <metric name="p_comb_share" unit="%">42.6</metric>
    <metric name="clkPwrFrac" unit="%">26.0</metric>
    <metric name="power.static_leakage" unit="nW">2.56</metric>
  </group>
  <group name="hold_path">
    <metric name="timing.hold.worst.class" unit="">flip-flop to flip-flop</metric>
  </group>
</metrics>
==> kinds of logic (layout without fill, tap and decap cells) <==
logic type	count (synthesis)	after routing	share of synthesized area [%]
xor gates and xnor gates	2	2	0.260
buffers and inverters	51	89	3.45
AOI/OAI and AO/OA	144	144	15.6
adders and majority gates	6	6	1.11
and+or+nand+nor	184	184	13.7
DFF	140	140	62.0
muxes	24	24	3.84
other	1	8	0.0556
==> metal layers <==
layer,up-vias,track usage (%),routed length [µm]
met5,-,0,13
met4,2,6.12,863
met3,70,8.08,2270
met2,378,27.1,8860
met1,2489,25.5,8000
li1,2268,-,-
==> worst max-delay path, cell delays in order, from the launching register on <==
cell and delay [ps]:
sky130_fd_sc_hd__dfrtp_1 490, sky130_fd_sc_hd__inv_1 190, sky130_fd_sc_hd__ha_2 640, sky130_fd_sc_hd__buf_4 490
sky130_fd_sc_hd__nor2_1 190, sky130_fd_sc_hd__o21ai_1 550, sky130_fd_sc_hd__o2111ai_1 210, sky130_fd_sc_hd__or4_1 530
==> power groups by stage <==
| stage | clock network (W) | registers [W] | logic, W |
|---|---|---|---|
| 4_1_cts | 0.00123 | 0.00147 | 0.00192 |
| 5_1_grt | 0.00129 | 0.00148 | 0.00210 |
| 6_report | 0.00121 | 0.00147 | 0.00199 |
==> cells in the mapped netlist, drive strengths merged (3+ instances only) <==
cell     number  area (µm²)
nor4          5        31.3
or4           4        30.0
or3           3        25.0
nor2b         3        18.8
a22oi        28         210
nand4        16         100
a221o         3        30.0
inv           9        33.8
clkbuf       18        67.6
nand3        26         130
a32o          5        50.1
a22o          3        26.3
dfrtp         4         100
o21ai         9        45.0
nand2b        4        25.0
ha            6        75.1
o2bb2ai       3        26.3
edfxtp      136        4080
o221ai        3        26.3
a31oi        12        75.1
mux2i        18         180
a21oi        23         115
a211oi       11        82.6
o2111ai       4        35.0
a32oi         5        43.8
and4          4        37.5
nor3         23         115
nor2         31         116
mux2          5        56.3
o22ai        14        87.6
nand2        52         195
a222oi        4        40.0
buf          24         131
==> layout make-up <==
cell class                 count  area share [%]
multi-input combinational    368            29.8
tap                          280            4.42
timing repair buffer          48            5.33
clock buffer                  18            5.41
clock inverter                14            1.82
sequential                   140            52.8
inverter                       9           0.426
==> stage by stage <==
stage / power (W) / util [%] / hold WS (ps)
2_1_floorplan: 0.00280 / - / 554
3_3_place_gp: 0.00339 / 33.5 / 657
3_5_place_dp: 0.00340 / 33.5 / 647
4_1_cts: 0.00461 / 36.1 / 659
5_1_grt: 0.00486 / 36.1 / 697
6_report: 0.00467 / 36.1 / 668
==> sequential cells by signal (all words and copies together) (netlist names) <==
| name | flops |
|---|---|
| ptr | 4 |
| d_out | 8 |
| mem | 128 |
==> worst paths after layout <==
kind	cells after the start	to	slack (ps)	start
setup / recovery	7	d_out[1]	1420	ptr[0]
hold / removal	2	d_out[0]	670	mem[9][0]
setup reg to reg	7	d_out[1]	1420	ptr[0]
hold reg to reg	2	d_out[0]	670	mem[9][0]
max in group asynchronous	1	ptr[1]	3870	rst_n
min in group asynchronous	1	ptr[2]	860	rst_n
Power and IR drop assume default switching activity.
